<file path="flow/run.sh">
#!/bin/bash
# OpenROAD 26Q1-2900-gdf79404cd8, Yosys 0.63+post, stock flow scripts
make -C /OpenROAD-flow-scripts/flow DESIGN_CONFIG=/design/flow/config.mk WORK_HOME=/design/flow/orfs finish
</file>
<file path="flow/constraint.sdc">
current_design clk_1hz

set clk_period 1.3
set clk_io_pct 0.2

create_clock -name clk0 -period $clk_period [get_ports {CLK}]

set non_clock_inputs [all_inputs -no_clocks]
set_input_delay [expr $clk_period * $clk_io_pct] -clock clk0 $non_clock_inputs
set_output_delay [expr $clk_period * $clk_io_pct] -clock clk0 [all_outputs]
</file>
<file path="flow/design.v">
module clk_1hz(CLK, clk_1Hz);
    input CLK;
    output clk_1Hz;
	wire RST=1'b1;
    wire clk_1MHz, clk_100KHz, clk_10KHz, clk_1KHz, clk_100Hz, clk_10Hz;
    divide_by_50 d6 (clk_1MHz, CLK, RST);
    divide_by_10 d5 (clk_100KHz, clk_1MHz, RST);
    divide_by_10 d4 (clk_10KHz, clk_100KHz, RST);
    divide_by_10 d3 (clk_1KHz, clk_10KHz, RST);
    divide_by_10 d2 (clk_100Hz, clk_1KHz, RST);   
    divide_by_10 d1 (clk_10Hz, clk_100Hz, RST);
    divide_by_10 d0 (clk_1Hz, clk_10Hz, RST);
endmodule
module divide_by_10(Q, CLK, RST);
    input CLK, RST;
    output reg Q;
    reg [2:0] count;
    always@(posedge CLK or negedge RST)
    begin
        if(~RST)
        begin
            Q<=1'b0;
            count<=3'b000;
        end
        else if (count<4)
        begin
            count<=count+1'b1;
        end
        else
        begin
            count<=3'b000;
            Q<=~Q;
        end
    end
endmodule
module divide_by_50 (Q, CLK, RST);
    input CLK, RST;
    output Q;
    reg Q;
    reg [4:0] count;
    always @(posedge CLK or negedge RST)
    begin        
      if(~RST)
      begin
        Q <= 1'b0;
        count <= 5'b00000;
      end
      else if (count < 24)
           begin
             count <= count + 1'b1;
           end
           else
           begin
             count <= 5'b00000;
             Q <= ~Q;
           end
    end
endmodule
</file>
<file path="flow/config.mk">
export PLATFORM = sky130hd
export DESIGN_NAME = clk_1hz
export DESIGN_NICKNAME = clk_1hz
export VERILOG_FILES = /design/flow/design.v
export SDC_FILE = /design/flow/constraint.sdc
export NUM_CORES = 4
export LEC_CHECK = 1
export CORE_AREA = 10 10 84 84
export DIE_AREA = 0 0 94 94
</file>
==> impl_metrics.csv <==
group,metric,value,unit
outcome,status,"completed",
critical_path,end_kind,"flip-flop",
flow_run,log.warning_count,25,
sta,fmax,1100,MHz
sta,hold_viol,0,
pwr,ir_drop,0.000592,V
clock_tree,cts-root-buf,"clkbuf_8",
synth,yosys_cells,73,
clock_tree,cts_tree,"built",
hold_path,min_from,"d6.count[0]$_SDFF_PP0_",
pwr,powerDensity,440,mW/mm^2
floorplan,die_area,0.00884,sq mm
synth,synth_seq_share,70.2,%
clock_tree,hold_buffers,0,
synth,yosysWarnings,2,
placed_design,gp_congestion,0.642,
critical_path,cp_data_arrival_time,1.02,ns
critical_path,reg2reg_depth,3,
clock_tree,clockBufferDepth,2,
drt,drcViolationCount,0,
floorplan,design.core.area,0.00520,sq mm
clock_tree,clk_pin_slew_worst_paths,0.04,ns
global_routing,met1_usage,3.49,%
synth,yosys_area,955,sq um
global_routing,overflow,0,
sta,final_max_slew_viol_count,0,
clock_tree,ctsResizeCount,0,
floorplan,rows,26,
drt,viasPerCell,2.95,
global_routing,grt_max_degree,6,
finish,area_growth,14.9,%
sta,setup_viol,0,
hold_path,min_to,"d6.count[0]$_SDFF_PP0_",
placed_design,dpl.hpwl,813,um
pwr,power_leakage,0.437,nW
floorplan,io-pin-count,2,
drt,vias,436,
critical_path,cp-start-kind,"flip-flop",
critical_path,crit_fanout,3,
critical_path,crit-reg2reg-capture,"d6.count[2]$_SDFF_PP0_",
global_routing,grtUsageMet3,0.242,%
critical_path,crit_required,1.41,ns
clock_tree,postCtsSetupBuffers,0,
drt,route.detailed.wl_per_inst,6.76,um
clock_tree,cts_made_buffers,3,
sta,unclocked_pins,24,
global_routing,grt_pass1_vias,457,
critical_path,rr_startpoint,"d6.count[0]$_SDFF_PP0_",
sta,untimed_endpoints,31,
finish,area.sequential,671,sq um
synth,ys_types,13,
sta,slew-limit-headroom,89.0,%
finish,drive_gt1_share,6.41,%
sta,tightest_slew,0.164,ns
synth,ys.flops,30,
sta,rsz0062_at_grt,"no",
floorplan,dieHeight,94,um
floorplan,fp-utilization,18.3,%
sta,final.setup_skew,0.000168,ns
global_routing,antenna_found_initial,0,
drt,postRouteAntennaNets,0,
drt,drt_iter0_drc,11,
sta,period_used_share,70.0,%
sta,hold_slack,0.465,ns
finish,combGateArea,258,sq um
flow_run,cap_violations,0,
synth,postSynthAreaPerCell,13.1,sq um
placed_design,portBuffers,1,
floorplan,die_w,94,um
hold_path,hp-class,"reg -> reg",
synth,synth_area,955,sq um
global_routing,met2_usage,3.63,%
drt,routed_wl,1.00,mm
hold_path,whs_path_depth,1,
sta,tns,0,ns
global_routing,grt_util_all_layers,2.37,%
critical_path,criticalPathCategory,"reg -> reg",
clock_tree,clk_latency,0.22,ns
clock_tree,cts.htree.levels,1,
drt,drt-pass1-iter-count,4,
finish,fillCellCount,570,
sta,finalCriticalPeriod,0.909,ns
drt,n_antenna_cell,0,
critical_path,rrSetupSlack,0.39,ns
global_routing,grt_pass1_wl,1.83,mm
synth,synthCells,73,
global_routing,gr-max-usage-layer,"met2",
## critical path, cell delays in order (launching register included)
cell and delay [ns]:
dfxtp_1 0.32, ha_1 0.24, xnor2_1 0.18, nor2_1 0.06
## per-layer routing
| metal | up-vias | wire length, um |
|---|---|---|
| li1 | 238 | - |
| met1 | 196 | 556 |
| met2 | 2 | 433 |
| met3 | 0 | 11 |
| met4 | 0 | 0 |
| met5 | - | 0 |
## cell usage after synthesis
cell type	instances	share of area [%]
nand2_1	1	0.39
ha_1	7	9.2
inv_1	7	2.8
mux2i_1	1	1.0
dfxtp_1	23	48
nor2b_1	13	8.5
xnor2_1	1	0.92
edfxtp_1	7	22
and2_4	1	0.92
o21ai_1	1	0.52
nand3_2	1	1.0
nor2_1	8	3.1
nand2b_1	2	1.3
## flip-flops by register name (all words and copies together) (netlist names)
register	count
d6.count	5
d0.count	3
d1.count	3
d2.count	3
d3.count	3
d4.count	3
d5.count	3
d0.Q	1
d1.Q	1
d2.Q	1
d3.Q	1
d4.Q	1
d5.Q	1
d6.Q	1
## worst max path at each step
stage                                   from                      to  slack [ns]
final                 d6.count[0]$_SDFF_PP0_  d6.count[2]$_SDFF_PP0_        0.39
after CTS             d6.count[0]$_SDFF_PP0_  d6.count[2]$_SDFF_PP0_        0.38
after global routing  d6.count[0]$_SDFF_PP0_  d6.count[2]$_SDFF_PP0_        0.30
## logic make-up after synthesis
family / synth area share, %
xor gates and xnor gates: 0.918
adders and majority gates: 9.17
AOI/OAI and AO/OA: 0.524
muxes: 1.05
DFF: 70.2
and+or+nand+nor: 15.3
buffers and inverters: 2.75
## stage by stage
step	std cells	worst slack, ns	utilization, %	power, mW	cell area (sq um)
after floorplan	73	0.490	-	0.192	955
after global placement	144	0.481	20.2	0.192	1050
after detailed placement	144	0.388	20.2	0.192	1050
after CTS	148	0.383	21.1	0.491	1100
after global routing	148	0.303	21.1	0.497	1100
final	148	0.391	21.1	0.483	1100
## where the power goes
part           internal (mW)    total, mW  leakage [nW]  switching (mW)
Sequential             0.189        0.189         0.266               0
Combinational              0  0.000000149         0.149               0
Clock                  0.211        0.293        0.0228          0.0824
Total                  0.400        0.483         0.437          0.0824
## layout by cell type, fill, tap and decap left out, types with 2 or more instances in the layout
master    instances
nand2b_1          2
clkbuf_8          3
dfxtp_1          23
edfxtp_1          7
nor2_1            8
inv_1             7
ha_1              7
nor2b_1          13
## layout make-up
class,instances,area share (%)
sequential,30,61.1
multi-input combinational,36,23.5
tap,70,7.98
clock buffer,4,4.10
inverter,7,2.39
timing repair buffer,1,0.912
No activity file was given, so power comes from the tool's default toggle rates.
