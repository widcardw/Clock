### flow/design.v
module Counter10(
	input CP, nCR, EN,
	output reg [3:0] Q,
	output sCo
);
	always @(posedge CP or negedge nCR)
	begin
		if (~nCR) Q<=4'h0;
		else if (~EN) Q<=Q;
		else if (Q==4'h9) Q<=4'h0;
		else Q<=Q+1'b1;
	end
	assign sCo=Q==4'h9;
endmodule
module Counter6(
	input CP, nCR, EN,
	output reg [3:0] Q,
	output sCo
);
	always @(posedge CP or negedge nCR)
	begin
		if (~nCR) Q<=4'h0;
		else if (~EN) Q<=Q;
		else if (Q==4'h5) Q<=4'h0;
		else Q<=Q+1'b1;
	end
	assign sCo=Q==4'h5;
endmodule
module Counter2(
	input CP, nCR, EN,
	output reg [3:0] Q,
	output sCo
);
	always @(posedge CP or negedge nCR)
	begin
		if (~nCR) Q<=4'h0;
		else if (~EN) Q<=Q;
		else if (Q==4'h1) Q<=4'h0;
		else Q<=Q+1'b1;
	end
	assign sCo=Q==4'h1;
endmodule
module Counter60(
	input CP, nCR, EN,
	output [3:0] qh, ql,
	output sCo
);
	wire EN_H, NU;
	Counter10 U0(CP, nCR, EN, ql, EN_H);
	Counter6 U1(CP, nCR, EN_H, qh, NU);
	assign sCo = {qh, ql}==8'h59;
endmodule
module Counter12(
	input CP, nCR, EN,
	output reg [3:0] qh, ql
);
	always @ (posedge CP or negedge nCR)
	begin
		if (~nCR) {qh,ql}<=8'h00;
		else if (~EN){qh,ql}<={qh,ql};
		else if ((qh>1||ql>9)||((qh==1)&&(ql>=1))) {qh,ql}<=8'h00;
		else if ((qh==1)&&(ql<1))begin
			qh<=qh; ql<=ql+1'b1;
		end
		else if (ql==9) begin
			qh<=qh+1'b1; ql<=4'h0;
		end
		else begin
			qh<=qh; ql<=ql+1'b1;
		end
	end
endmodule
### flow/run.sh
#!/bin/bash
# OpenROAD 26Q1-2900-gdf79404cd8, Yosys 0.63+post, stock flow scripts
make -C /OpenROAD-flow-scripts/flow DESIGN_CONFIG=/design/flow/config.mk WORK_HOME=/design/flow/orfs finish
### flow/config.mk
export PLATFORM = sky130hd
export DESIGN_NAME = Counter60
export DESIGN_NICKNAME = Counter60
export VERILOG_FILES = /design/flow/design.v
export SDC_FILE = /design/flow/constraint.sdc
export NUM_CORES = 4
export LEC_CHECK = 1
export CORE_AREA = 10 10 70 70
export DIE_AREA = 0 0 80 80
### flow/constraint.sdc
current_design Counter60

set clk_period 2.5
set clk_io_pct 0.2

create_clock -name clk0 -period $clk_period [get_ports {CP}]

set non_clock_inputs [all_inputs -no_clocks]
set_input_delay [expr $clk_period * $clk_io_pct] -clock clk0 $non_clock_inputs
set_output_delay [expr $clk_period * $clk_io_pct] -clock clk0 [all_outputs]
==> notes.md <==
Results of an implementation run.

Per the post-CTS timing run, clock transition at the registers of the reported paths is 50 ps. The row count is 21. The final critical path takes up 93.2% of the cycle. For the pin with the worst max-slew slack, the measured transition is 384 ps. The highest clock rate this design can be run at is 429 MHz.

The combined area of all synthesized cells is 387 um^2. The main area contributors are dfrtp_1, xnor2_1, xor2_1. The number of endpoints with negative hold slack in the final report is 0. The global router's overall resource usage is 3.00%. The synthesized netlist was found by Yosys to have 32 cells. The critical path endpoint has a required time of 2000 ps. The number of CTS-inserted buffers is 3. Per the post-synthesis stats, the area per cell is 12.1 um^2. The worst setup path is of the reg2out kind. The post-CTS setup buffer count is 0. Leaving out fill and tap cells, the most frequent cells in the layout are clkdlybuf4s50_1, dfrtp_1, o21ai_0, clkbuf_4. The clock network burns 15.1% of the power. The area added between synthesis and finish is 49.2%.

The insertion delay of the later-clocked pin in the worst-skew pair is 250 ps. The worst hold path belongs to the class in2async. The share of final-layout standard cells stronger than drive strength 1 is 15.2%. The data arrival time at the worst-slack endpoint is 1830 ps. The net switching power figure is 196 uW. The fraction of power spent switching nets is 31.4%.

The average detailed-routed wire length per instance is 9.74 um. The synthesized netlist contains 20 unique library cells. The final sum of negative setup slack is 0 ps. After technology mapping, the gate count stands at 32. The run finished with clean final reports. Counting I/O delays and the setup requirement, the final critical path takes 2330 ps. Hold repair after CTS inserted 0 buffers. The CTS tree is done.

Detailed routing inserted a total of 293 vias. The power per cell area is 1080 nW/um^2. The H-tree depth is 1. The die extent in y is 80 um.

The share of Yosys cell area claimed by the top area cell type is 51.8%. The script logs the ratio of routed vias to standard cells as 3.18. The worst setup margin is 170 ps. Endpoints with negative setup slack in the final report add up to 0.

The first global-routing pass estimated 1480 um of wire. The count of routing violations after the opening detailed-route iteration is 12. The core footprint is 3420 um^2. The first-pass detailed-route iteration total is 2.

The placer's final routability congestion estimate is 0.724. The buffer type at the clock tree root is clkbuf_4. The cell taking the most area after synthesis is dfrtp_1. The global route stage reports its total congestion overflow as 0. Setup repair after global routing left no endpoint under its margin. The most frequent logic cell in the layout is clkdlybuf4s50_1. The top-level I/O count is 12. The number of clock sinks is 8. The initial antenna violation count is 0. The cell-internal power is 428 uW. The flow reports that combinational logic draws 39.1% of the design power.

The final worst clock skew is 7.30 ps. The number of register bits inferred by synthesis is 8. The horizontal die dimension reported for this design is 80 um. The routed design has 896 um of wire. The post-route antenna net violation count is 0. The kind of start point of the critical path is a register.

The number of warnings in the stage logs is 25. The via count of the first global-routing pass was 290. The area enclosed by the die boundary is 6400 um^2. The number of buffer cells added on primary ports is 11. Post-CTS repair changed the size of 0 cells.

The count of synthesis-stage warnings from yosys is 2. Sequential cells account for 45.7% of the total power. For this run, the register share of the synthesized area comes to 51.8%. The number of remaining DRC errors is 0. The maximum number of pins on one net before global-route repair is 9.

The endpoint class of the critical path is an output port. The deepest clock path buffer count is 2. Measured against its own limit, the worst slew margin works out to 74.3%. STA on the placed design reports a worst setup slack of 414 ps. For reference, the final report shows the max-slew violation count at 0.

The report shows a maximum critical-path fanout of 7. The number of antenna diodes in the final layout is 0. The leakage power is 0.000238 uW. The share of the core filled by cells before placement is 11.3%. The number of max-cap violations is 0. The area figure in the yosys stat output is 387 um^2. The worst vdd rail ir drop is 0.137 mV.
==> area by class of cell <==
type	instances	area, um^2
fill	392	2840
tap	46	57.6
timing repair buffer	11	110
clock buffer	3	22.5
inverter	1	3.75
sequential	8	200
multi-input combinational	23	183
==> cell usage after synthesis, drive strengths merged <==
library cell  count
and2b             1
and4bb            1
a21oi             1
nor2b             1
dfrtp             8
mux2              1
and3              1
xor2              2
o22a              1
nor4b             1
nand3             1
inv               1
o21ai             3
xnor2             2
nor3              1
nand2             3
and4b             1
a21o              1
nand4             1
==> power groups by stage <==
stage / sequential [uW] / clock (uW) / combinational (uW)
finish: 285 / 94.5 / 244
global route: 302 / 109 / 273
CTS: 285 / 103 / 254
==> kinds of logic (layout without fill, tap and decap cells) <==
logic type / Yosys count / count (layout) / share of synthesized area [%]
AOI/OAI and AO/OA: 6 / 6 / 9.38
buffers and inverters: 1 / 15 / 0.970
muxes: 1 / 1 / 3.88
and+or+nand+nor: 12 / 12 / 24.9
DFF: 8 / 8 / 51.8
xor gates and xnor gates: 4 / 4 / 9.06
==> routing by layer <==
metal | wire length (um) | GRT usage (%)
met5 | 0 | 0
met4 | 0 | 0.176
met3 | 67 | 2.39
met2 | 469 | 4.82
met1 | 358 | 3.17
==> metrics by stage <==
step                      hold slack (ps)  power (uW)  instances  util [%]  instance area, um^2
final                                 537         624         92      16.9                  577
after global routing                  544         683         92      16.9                  577
after CTS                             528         642         92      16.9                  577
after detailed placement              544         540         89      16.2                  554
after global placement                521         531         89      16.2                  554
after floorplan                       204         375         32         -                  387
==> worst max-delay path, stage by stage, from the launching register on <==
cell and delay, ps:
dfrtp_1 440, and4bb_4 370, nand2_4 70, nor4b_2 200, clkdlybuf4s50_1 500
==> flip-flops by register name, indices dropped and copies added, names as in the netlist <==
signal  flops
U1.Q        4
U0.Q        4
==> worst paths after layout <==
path / cells after the start / slack (ps) / end / startpoint
worst min-delay path: 1 / 540 / U1.Q[1]$_DFFE_PN0N_ / nCR
worst min register to register: 1 / 550 / U1.Q[3]$_DFFE_PN0N_ / U1.Q[3]$_DFFE_PN0N_
max in group asynchronous: 1 / 1680 / U0.Q[2]$_DFFE_PN0P_ / nCR
worst max register to register: 3 / 1210 / U1.Q[1]$_DFFE_PN0N_ / U0.Q[1]$_DFFE_PN0P_
worst max-delay path: 4 / 170 / sCo / U0.Q[1]$_DFFE_PN0P_
min in group clk0: 1 / 550 / U1.Q[3]$_DFFE_PN0N_ / U1.Q[3]$_DFFE_PN0N_
Power is estimated from default activity; no workload was simulated.
